==> design.v <==
module judge (
  clk,    
  rst,    
  req3,   
  req2,   
  req1,   
  req0,   
  gnt3,   
  gnt2,   
  gnt1,   
  gnt0   
);
input           clk;     
input           rst;     
input           req3;    
input           req2;   
input           req1;   
input           req0;   
output          gnt3;    
output          gnt2;   
output          gnt1;   
output          gnt0;   
wire    [1:0]   gnt       ;   
wire            comreq    ;    
wire            beg       ;    
wire   [1:0]    lgnt      ;   
wire            lcomreq   ;   
reg             lgnt0     ;   
reg             lgnt1     ;
reg             lgnt2     ;
reg             lgnt3     ;
reg             mask_enable   ;
reg             lmask0    ;
reg             lmask1    ;
reg             ledge    ;
always @ (posedge clk)
  if (rst)   
  begin
    lgnt0 <= 0;
    lgnt1 <= 0;
    lgnt2 <= 0;
    lgnt3 <= 0;
  end 
  else
    begin                                     
  lgnt0 <=(~lcomreq & ~lmask1 & ~lmask0 & ~req3 & ~req2 & ~req1 & req0)
        | (~lcomreq & ~lmask1 &  lmask0 & ~req3 & ~req2 &  req0)
        | (~lcomreq &  lmask1 & ~lmask0 & ~req3 &  req0)
        | (~lcomreq &  lmask1 &  lmask0 & req0  )
        | ( lcomreq & lgnt0 );
  lgnt1 <=(~lcomreq & ~lmask1 & ~lmask0 &  req1)
        | (~lcomreq & ~lmask1 &  lmask0 & ~req3 & ~req2 &  req1 & ~req0)
        | (~lcomreq &  lmask1 & ~lmask0 & ~req3 &  req1 & ~req0)
        | (~lcomreq &  lmask1 &  lmask0 &  req1 & ~req0)
        | ( lcomreq &  lgnt1);
  lgnt2 <=(~lcomreq & ~lmask1 & ~lmask0 &  req2  & ~req1)
        | (~lcomreq & ~lmask1 &  lmask0 &  req2)
        | (~lcomreq &  lmask1 & ~lmask0 & ~req3 &  req2  & ~req1 & ~req0)
        | (~lcomreq &  lmask1 &  lmask0 &  req2 & ~req1 & ~req0)
        | ( lcomreq &  lgnt2);
  lgnt3 <=(~lcomreq & ~lmask1 & ~lmask0 & req3  & ~req2 & ~req1)
        | (~lcomreq & ~lmask1 &  lmask0 & req3  & ~req2)
        | (~lcomreq &  lmask1 & ~lmask0 & req3)
        | (~lcomreq &  lmask1 &  lmask0 & req3  & ~req2 & ~req1 & ~req0)
        | ( lcomreq & lgnt3);
end 
  assign beg = (req3 | req2 | req1 | req0) & ~lcomreq;  
assign lcomreq = ( req3 & lgnt3 )
                | ( req2 & lgnt2 )
                | ( req1 & lgnt1 )
                | ( req0 & lgnt0 );
assign  lgnt =  {(lgnt3 | lgnt2),(lgnt3 | lgnt1)};
always @ (posedge clk )
if( rst ) 
  begin
    lmask1 <= 0;
    lmask0 <= 0;
  end 
 else if(mask_enable) 
    begin
      lmask1 <= lgnt[1];
      lmask0 <= lgnt[0];
    end 
 else 
    begin
      lmask1 <= lmask1;
      lmask0 <= lmask0;
    end 
assign comreq = lcomreq;
assign gnt    = lgnt;
assign gnt3   = lgnt3;
assign gnt2   = lgnt2;
assign gnt1   = lgnt1;
assign gnt0   = lgnt0;
endmodule
==> run.sh <==
#!/bin/bash
# OpenROAD 26Q1-2900-gdf79404cd8, Yosys 0.63+post, stock flow scripts
make -C /OpenROAD-flow-scripts/flow DESIGN_CONFIG=/design/flow/config.mk WORK_HOME=/design/flow/orfs finish
==> config.mk <==
export PLATFORM = sky130hd
export DESIGN_NAME = judge
export DESIGN_NICKNAME = judge
export VERILOG_FILES = /design/flow/design.v
export SDC_FILE = /design/flow/constraint.sdc
export NUM_CORES = 4
export LEC_CHECK = 1
export CORE_AREA = 10 10 70 70
export DIE_AREA = 0 0 80 80
==> constraint.sdc <==
current_design judge

set clk_period 2.1
set clk_io_pct 0.2

create_clock -name clk0 -period $clk_period [get_ports {clk}]

set non_clock_inputs [all_inputs -no_clocks]
set_input_delay [expr $clk_period * $clk_io_pct] -clock clk0 $non_clock_inputs
set_output_delay [expr $clk_period * $clk_io_pct] -clock clk0 [all_outputs]
==> flow_summary_export.csv <==
group,metric,value,unit
detailed_routing,vias,204,
synthesis,postSynthAreaPerCell,9.235,um2
floorplan,floorplan.core_util,5.678,%
worst_hold_path,whs_path_depth,2,
floorplan,die_area,6400,um2
setup_path,cp.required,2270,ps
synthesis,ys_seq_share,41.29,%
setup_path,cp_slowest_stage_delay,470,ps
cts,cts_root_buf,"clkbuf_4",
synthesis,yosys-top-cells-area,"dfxtp_1 41%, mux2i_1 10%, a22o_1 9.0%, nand2b_1 6.5%, o21ai_0 5.2%",
detailed_routing,routed_via_density,2.582,
setup_path,critPathKind,"in2reg",
cts,cts_max_level,1,
synthesis,ys_types,14,
setup_path,cp_max_fo,4,
global_routing,overflow,0,
pwr,total_power,0.2115,mW
detailed_routing,antenna_left,0,
sta,finalCriticalPeriod,1585,ps
pwr,power_density,581.0,nW/um2
setup_path,r2r_start,"lgnt3",
floorplan,fp.dieW,80,um
finish,fin_util,10.66,%
cts,clock-sinks,4,
sta,slew_headroom,81.61,%
finish,area_growth,87.74,%
detailed_routing,antennaDiodeCount,0,
synthesis,ys.flops,4,
place,io_buffers,9,
pwr,peakVddDrop,0.00006727,V
detailed_routing,first_iter_violations,0,
synthesis,yosysTopAreaCellShare,41.29,%
finish,layout_top_cell,"clkdlybuf4s50_1",
sta,worst_pin_slew,274.9,ps
setup_path,slowest_stage,"or4_1",
global_routing,grt_pass1_wl,1.041,mm
finish,final_cell_mix,"9 x clkdlybuf4s50_1, 4 x dfxtp_1, 3 x clkbuf_4",
global_routing,grt_max_degree,7,
sta,setup-tns-final,0,ps
sta,holdWs,485.8,ps
cts,clock.latency.late_pin,230,ps
synthesis,yosys_warnings,2,
setup_path,arrival,1750,ps
detailed_routing,wl_per_cell,8.063,um
sta,fmax,631.0,MHz
setup_path,r2r_slack,840,ps
setup_path,cp-start-kind,"input port",
synthesis,yosys_area,193.9,um2
flow_run,drv_cap,0,
setup_path,reg2reg_to,"lgnt2",
cts,cts_resized,0,
flow_run,warnings,25,
status,status,"completed",
floorplan,num_io_pins,10,
setup_path,path_cells,"clkdlybuf4s50_1 > a22o_1 > or4_1 > a21oi_1",
setup_path,reg2regPathDepth,3,
global_routing,grt_pass1_vias,210,
synthesis,syn_inst,21,
detailed_routing,drt_first_pass_iters,1,
worst_hold_path,min_from,"lgnt0",
sta,min_period_over_period,75.47,%
synthesis,syn_area,193.9,um2
floorplan,coreArea,3416,um2
sta,drv_slew,0,
detailed_routing,drc,0,
sta,finClkSkew,2.058,ps
cts,clk_pin_slew,40,ps
worst_hold_path,hp-class,"reg2reg",
cts,numCtsBuffers,3,
global_routing,grt_use_total,2.016,%
cts,cts_setup_buffers,0,
finish,drive_gt1_share,9.091,%
setup_path,critPathCaptureType,"flip-flop",
cts,cts_hold_buf,0,
synthesis,top_area_cell,"dfxtp_1",
floorplan,row_count,21,
worst_hold_path,worstHoldEndpoint,"lgnt0",
sta,finalHoldViolations,0,
floorplan,die_h,80,um
pwr,p_leak,0.1251,nW
cts,cts_buffer_depth,2,
place,gp_congestion,0.7837,
global_routing,antenna_found_initial,0,
sta,grt_setup_unrepaired,"no",
detailed_routing,routed_wl,637,um
cts,cts_tree,"built",
synthesis,yosysCellCount,21,
sta,finalSetupViolCount,0,
==> layout make-up <==
cell class | count | area [um2]
flip-flops and latches | 4 | 80.08
multi-input cells | 16 | 110.1
well taps | 46 | 57.56
inverters | 1 | 3.754
clock buffers | 3 | 22.52
repair buffers | 9 | 90.09
fillers | 400 | 3052
==> routing by layer <==
layer | track usage, % | wire length, um | vias to the layer above
li1 | - | - | 103
met1 | 1.664 | 190 | 97
met2 | 4.173 | 417 | 2
met3 | 0.2273 | 2 | 2
met4 | 1.408 | 27 | 0
met5 | 0 | 0 | -
==> worst max-delay path: cells and delay by family <==
family,cells,cell delay [ps]
AND-OR/OR-AND,2,400
AND/OR/NAND/NOR,1,470
buffers and inverters,1,460
==> synth_stat cells <==
cell type / instances
a21oi_1: 1
a22o_1: 2
dfxtp_1: 4
inv_1: 1
mux2i_1: 2
nand2_1: 1
nand2b_1: 2
nand3b_1: 1
nor2_1: 1
nor3_1: 1
o21ai_0: 2
or2b_1: 1
or4_1: 1
or4b_1: 1
==> how the worst max path moves through the flow <==
stage | startpoint | to | slack (ps) | cells after the start
4_1_cts | req2 | lgnt2 | 510 | 4
5_1_grt | req2 | lgnt2 | 430 | 4
6_report | req2 | lgnt2 | 520 | 4
==> power breakdown <==
part	switching, mW	internal, mW	total [mW]
registers	0.00279	0.0802	0.0830
clock network	0.0314	0.0639	0.0953
logic	0.0117	0.0216	0.0333
==> metrics by stage <==
step	cells	cell area (um2)	setup slack (ps)
floorplan	21	193.9	812.7
global placement	76	341.6	302.9
detailed placement	76	341.6	261.0
CTS	79	364.1	511.0
global route	79	364.1	426.7
finish	79	364.1	515.2
==> cells by family after synthesis <==
| logic type | after synthesis | synth area share [%] |
|---|---|---|
| flip-flops | 4 | 41.29 |
| buffers and inverters | 1 | 1.934 |
| multiplexers | 2 | 10.32 |
| AND-OR/OR-AND | 5 | 16.77 |
| AND/OR/NAND/NOR | 9 | 29.67 |
No activity file was given, so power comes from the tool's default toggle rates.
